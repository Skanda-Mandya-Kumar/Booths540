===== flow/config.mk =====
export PLATFORM = sky130hd
export DESIGN_NAME = modified_booth_multiplier
export DESIGN_NICKNAME = modified_booth_multiplier
export VERILOG_FILES = /design/flow/design.v
export SDC_FILE = /design/flow/constraint.sdc
export NUM_CORES = 4
export LEC_CHECK = 1
export CORE_AREA = 10 10 97 97
export DIE_AREA = 0 0 107 107

===== flow/design.v =====
module modified_booth_multiplier (
    A, B, reset, clock, start, P, ready
);
    input  signed [3:0] A;       
    input  signed [3:0] B;       
    input               reset;
    input               clock;
    input               start;
    output reg signed [7:0] P;   
    output reg              ready;
    reg signed [8:0] booth;
    reg [1:0] count;
    reg [1:0] state;
    parameter IDLE = 2'd0,
              RUN  = 2'd1,
              DONE = 2'd2;
    reg signed [8:0] temp;
    always @(posedge clock or negedge reset) begin
        if (!reset) begin
            booth <= 9'sd0;
            count <= 2'd0;
            P     <= 8'sd0;
            ready <= 1'b0;
            state <= IDLE;
        end else begin
            case (state)
                IDLE: begin
                    ready <= 1'b0;
                    if (start) begin
                        booth <= {4'sd0, B, 1'b0};  
                        count <= 2'd2;             
                        state <= RUN;
                    end
                end
                RUN: begin
                    temp = booth;
                    case ({booth[2:0]})
                        3'b001,
                        3'b010: temp[8:5] = booth[8:5] + A;
                        3'b011: temp[8:5] = booth[8:5] + (A <<< 1);
                        3'b100: temp[8:5] = booth[8:5] - (A <<< 1);
                        3'b101,
                        3'b110: temp[8:5] = booth[8:5] - A;
                        default: ;
                    endcase
                    booth <= temp >>> 2;  
                    count <= count - 1;
                    if (count == 2'd1)
                        state <= DONE;
                end
                DONE: begin
                    P     <= booth[8:1];  
                    ready <= 1'b1;
                    state <= IDLE;
                end
            endcase
        end
    end
endmodule

===== flow/constraint.sdc =====
current_design modified_booth_multiplier

set clk_period 4.4
set clk_io_pct 0.2

create_clock -name clk0 -period $clk_period [get_ports {clock}]

set non_clock_inputs [all_inputs -no_clocks]
set_input_delay [expr $clk_period * $clk_io_pct] -clock clk0 $non_clock_inputs
set_output_delay [expr $clk_period * $clk_io_pct] -clock clk0 [all_outputs]

===== flow/run.sh =====
#!/bin/bash
# OpenROAD 26Q1-2900-gdf79404cd8, Yosys 0.63+post, stock flow scripts
make -C /OpenROAD-flow-scripts/flow DESIGN_CONFIG=/design/flow/config.mk WORK_HOME=/design/flow/orfs finish

==> impl_metrics.py <==
# Metrics from the implementation run
metrics = {
    "status": {
        "outcome": "completed",
    },
    "yosys": {
        "netlist.area_leader.share": 0.359,
        "synth.cells.most_frequent": "sky130_fd_sc_hd__dfrtp_1 (18), sky130_fd_sc_hd__inv_1 (13), sky130_fd_sc_hd__a21oi_1 (8)",
        "synthFlopType": "sky130_fd_sc_hd__dfrtp_1",
        "postSynth.asyncResetShare": 1.00,
        "avgSynthCellArea_um2": 10.2,
        "synthTopCellsByArea": "sky130_fd_sc_hd__dfrtp_1 (36%), sky130_fd_sc_hd__ha_1 (6.0%), sky130_fd_sc_hd__mux2_2 (5.4%)",
        "cell_type_with_the_highest_aggregate_area_in_the_netlist": "sky130_fd_sc_hd__dfrtp_1",
        "edf_count": 0,
        "netlist-cell-type-count": 45,
        "summed_standard_cell_area_reported_by_yosys_um2": 1250,
        "synth_seq_share": 0.380,
        "synthCells": 123,
        "synth_area_um2": 1250,
        "ys_cells": 123,
        "postSynthRegisterBits": 19,
        "yosysMostFrequentCell": "sky130_fd_sc_hd__dfrtp_1",
        "yosys_warnings": 1,
    },
    "critical_path": {
        "crit_type": "input port to register",
        "worst-path-max-fanout": 4,
        "timing.critical_path.buf_inv": 2,
        "worstSetupStartpointType": "input port",
        "crit_path_top_delay_cell": "sky130_fd_sc_hd__clkdlybuf4s50_1",
        "cp_common_cell": "sky130_fd_sc_hd__ha_1",
        "cp_slowest_stage_delay_ns": 0.53,
        "cp_cell_sequence": "clkdlybuf4s50_1 -> inv_1 -> ha_1 -> mux2i_1 -> ha_1 -> nor2b_1 -> o21ai_0 -> a2111o_1 -> nand4_1",
        "crit_family": "buffers and inverters",
        "timing.critical_path.required_ns": 4.53,
        "critPathCaptureType": "register",
        "crit_arrival_ns": 2.94,
    },
    "drt": {
        "viasPerCell": 3.97,
        "antennaDiodeCount": 0,
        "drt_iter0_markers": 53,
        "ant_nets": 0,
        "num_vias": 945,
        "post_drt_wl_per_cell_um": 12.3,
        "finalWirelength_um": 2940,
        "detail_route.drc_violations": 0,
        "drtPass1Iterations": 4,
    },
    "power_and_ir_drop": {
        "report.power.total_uw": 1060,
        "max_ir_drop_vdd_v": 0.000132,
        "power.density_nw_per_um2": 678,
        "cellLeakagePower_uw": 0.000634,
    },
    "finish": {
        "post_route_cells_drive_above_1_share": 0.115,
        "area_delta_synth_final_pct": 24.6,
        "fillers": 820,
        "final_cell_area_um2": 1560,
    },
    "floorplan": {
        "core_util_floorplan": 0.172,
        "chipWidth_um": 107,
        "dieHeight_um": 107,
        "design.core.area_um2": 7290,
        "dieArea_um2": 11400,
        "fp-row-count": 31,
        "io_pins": 20,
    },
    "clocking": {
        "cts_max_level": 1,
        "post_cts_hold_buffer_count": 0,
        "clk-insertion-delay-late_ns": 0.25,
        "num_cts_buffers": 3,
        "post_cts_resized": 0,
        "clock_tree.buffer_depth": 2,
        "tritoncts": "built",
        "clk_pin_slew_worst_paths_ns": 0.07,
        "clock_sink_count": 19,
        "cts_root_buffer": "sky130_fd_sc_hd__clkbuf_8",
        "postCtsSetupBuffers": 0,
    },
    "timing": {
        "period_used_share": 0.639,
        "rsz0062_at_grt": "no",
        "report.final.setup_viol": 0,
        "post_route_minimum_period_ns": 2.81,
        "whs_ns": 0.489,
        "timing.final.max_slew_violations": 0,
        "hold_viol": 0,
        "setup-tns-final_ns": 0,
        "finalClockSkew_ns": 0.00200,
        "achievable-frequency_ghz": 0.355,
        "slew_at_the_pin_with_the_worst_max_slew_slack_ns": 0.616,
        "relSlewSlack": 0.586,
    },
    "global_route": {
        "grt_pass1_wl_um": 4930,
        "groute.usage.overall": 0.0524,
        "grt_pass1_vias": 983,
        "grt_remaining_overflow": 0,
        "antenna_found_initial": 0,
        "largest_net_degree_at_the_start_of_global_routing": 20,
    },
    "placed_design": {
        "gp_congestion": 0.807,
        "placed_area_um2": 1520,
        "io_buffer_count": 19,
        "dp.final_hpwl_um": 2290,
    },
    "flow_run": {
        "tool_warnings": 25,
        "cap_viol_max_count": 0,
    },
    "worst_hold_path": {
        "hold_path.class": "register to register",
    },
}
[per-layer routing]
metal,GRT usage,vias to the layer above,routed length (um)
met3,0.0109,2,89
met4,0.00580,0,10
met1,0.0623,464,1230
met2,0.0970,9,1610
met5,0,-,0
li1,-,470,-
[metrics by stage]
stage                     setup slack [ns]   util  std cells
after floorplan                       1.98      -        123
after global placement                1.33  0.208        234
after detailed placement              1.33  0.208        234
after CTS                             1.60  0.214        238
after global routing                  1.41  0.214        238
final                                 1.59  0.214        238
[report_power, final]
group | switching [uW] | total, uW | leakage [uW] | internal (uW)
Clock | 56.9 | 120 | 0.0000255 | 62.9
Sequential | 129 | 387 | 0.000225 | 259
Combinational | 247 | 554 | 0.000383 | 307
Total | 433 | 1060 | 0.000634 | 628
[flip-flops by register name (all words and copies together), names as in the netlist]
signal / cells
P: 6
booth: 7
count: 2
ready: 1
state: 3
[worst paths after layout]
check,startpoint,to,slack [ns],cells past startpoint
max reg2reg,booth[0],booth[7],2.00,7
min in group asynchronous,reset,booth[0],0.97,2
min,ready,ready,0.49,1
max in group asynchronous,reset,state[0],3.17,2
min reg2reg,ready,ready,0.49,1
max,A[0],booth[7],1.59,9
[cells in the final DEF, fill, tap and decap left out, types with 2 or more instances in the layout]
master,count
sky130_fd_sc_hd__o221ai_1,2
sky130_fd_sc_hd__nand2_1,5
sky130_fd_sc_hd__nor2b_1,3
sky130_fd_sc_hd__nand2b_1,4
sky130_fd_sc_hd__a21o_1,2
sky130_fd_sc_hd__o32ai_1,2
sky130_fd_sc_hd__nor2_1,4
sky130_fd_sc_hd__a211oi_1,3
sky130_fd_sc_hd__clkdlybuf4s50_1,19
sky130_fd_sc_hd__mux2i_1,3
sky130_fd_sc_hd__xnor2_1,5
sky130_fd_sc_hd__o21ai_0,4
sky130_fd_sc_hd__o21ai_1,2
sky130_fd_sc_hd__a21oi_1,8
sky130_fd_sc_hd__inv_1,13
sky130_fd_sc_hd__nor3_1,2
sky130_fd_sc_hd__dfrtp_1,18
sky130_fd_sc_hd__fa_1,2
sky130_fd_sc_hd__ha_1,6
sky130_fd_sc_hd__mux2_2,6
sky130_fd_sc_hd__clkbuf_8,3
[layout make-up]
| type | count | area (um^2) | share of cell area |
|---|---|---|---|
| Tap cell | 99 | 124 | 0.0792 |
| Clock inverter | 1 | 5.00 | 0.00320 |
| Timing Repair Buffer | 20 | 198 | 0.126 |
| Inverter | 13 | 48.8 | 0.0312 |
| Clock buffer | 3 | 41.3 | 0.0264 |
| Sequential cell | 19 | 477 | 0.305 |
| Multi-Input combinational cell | 83 | 671 | 0.429 |
[cell families after synthesis]
family | Yosys count | share of synthesized area
buffers and inverters | 21 | 0.0857
AND-OR/OR-AND | 33 | 0.185
adder cells (fa/ha/maj) | 8 | 0.0917
AND/OR/NAND/NOR | 26 | 0.116
flip-flops | 19 | 0.380
multiplexers | 9 | 0.0778
XOR/XNOR | 7 | 0.0638
Power and IR drop assume default switching activity.

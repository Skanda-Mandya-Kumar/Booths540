[./run.sh]
#!/bin/bash
# OpenROAD 26Q1-2900-gdf79404cd8, Yosys 0.63+post, stock flow scripts
make -C /OpenROAD-flow-scripts/flow DESIGN_CONFIG=/design/flow/config.mk WORK_HOME=/design/flow/orfs finish
[./config.mk]
export PLATFORM = sky130hd
export DESIGN_NAME = booth_multiplier
export DESIGN_NICKNAME = booth_multiplier
export VERILOG_FILES = /design/flow/design.v
export SDC_FILE = /design/flow/constraint.sdc
export NUM_CORES = 4
export LEC_CHECK = 1
export CORE_AREA = 10 10 88 88
export DIE_AREA = 0 0 98 98
[./constraint.sdc]
current_design booth_multiplier

set clk_period 2.1
set clk_io_pct 0.2

create_clock -name clk0 -period $clk_period [get_ports {clock}]

set non_clock_inputs [all_inputs -no_clocks]
set_input_delay [expr $clk_period * $clk_io_pct] -clock clk0 $non_clock_inputs
set_output_delay [expr $clk_period * $clk_io_pct] -clock clk0 [all_outputs]
[./design.v]
module booth_multiplier (
    A, B, reset, clock, start, P, ready
);
    input  signed [3:0] A;       
    input  signed [3:0] B;       
    input               reset;
    input               clock;
    input               start;
    output reg signed [7:0] P;   
    output reg              ready;
    reg signed [8:0] booth;
    reg [2:0] count;
    reg [1:0] state;
    parameter IDLE = 2'd0,
              RUN  = 2'd1,
              DONE = 2'd2;
    reg signed [8:0] temp;
    always @(posedge clock or negedge reset) begin
        if (!reset) begin
            booth <= 9'sd0;
            count <= 3'd0;
            P     <= 8'sd0;
            ready <= 1'b0;
            state <= IDLE;
        end else begin
            case (state)
                IDLE: begin
                    ready <= 1'b0;
                    if (start) begin
                        booth <= {4'sd0, B, 1'b0};  
                        count <= 3'd4;             
                        state <= RUN;
                    end
                end
                RUN: begin
                    temp = booth;
                    case (booth[1:0])
                        2'b01: temp[8:5] = booth[8:5] + A;
                        2'b10: temp[8:5] = booth[8:5] - A;
                        default: ;
                    endcase
                    booth <= temp >>> 1;  
                    count <= count - 1;
                    if (count == 3'd1)
                        state <= DONE;
                end
                DONE: begin
                    P     <= booth[8:1];  
                    ready <= 1'b1;
                    state <= IDLE;
                end
            endcase
        end
    end
endmodule
==> run summary <==
Physical design

The highest metal layer carrying signal wires in the routed design is met4. After floorplanning, the die was sized to cover 9600 µm². The number of different library cells used by synthesis comes to 36. CTS built an H-tree with a depth of 1.

The clock skew stands at 1.24 ps. The sequential area share after synthesis stands at 47.3%. The run finished with clean final reports. In this run, synthesis inferred 0 flip-flops with an integrated enable. Per the log, the first TritonRoute iteration ended with a DRC count of 70. Summed over all layers, the global routing overflow is 0.

The count of nets left with antenna violations once routing finished came out at 0. The buffer-and-inverter tally for the worst setup path stands at 1. The peak per-stage delay on the critical path stands at 390 ps. The CTS sink count stands at 22. The number of global-route vias before repair stands at 857. The layout overhead on the synthesized area stands at 37.0%.

The hold-fix buffer count after cts stands at 0. The summed negative setup slack over all endpoints stands at 0 ps. The minimum clock period after layout stands at 2030 ps. In this run the cell area of the synthesized design comes to 1170 µm². The final report gives the standard cell area, fillers excluded, as about 1600 µm². For this run, the top clock speed supported by timing is slightly below 0.5 GHz. The iteration count recorded for the first detailed-route pass is 4. The average via count per standard cell stands at 4.05. The number of buffers added on ports stands at 19. The global routing report lists combined usage of all routing layers as 5.29%. For this design, the slowest cell found on the critical path is sky130_fd_sc_hd__dfrtp_1. In the final routing, the length of wire on met1 measures around 1500 µm. The relative slew slack stands at 74.5%. The weighted congestion at the end of routability-driven global placement stands at 0.793.

Looking at the power breakdown, sequential logic takes 35.6% of the total. The worst setup path is launched from a flop. The mean cell area of the mapped netlist stands at between 10 and 15 µm². At the worst endpoint, the arrival time is 2180 ps.

Counting flops and latches in the post-synthesis netlist gives 22. The count of filler cells inserted in the layout stands at 615. The total cell area reported by yosys after synthesis stands at ~1200 µm². The share of async-settable or async-resettable flops after synthesis stands at about 100%. The worst setup path is captured at a flop. For this run, the script counts the antenna cells in the layout as 0. Of all nets on the critical path, the largest fanout is 2. The HPWL after detailed placement is 1910 µm. On the critical path the largest part of the delay comes from AND-OR/OR-AND gates. The floorplan die width stands at 98 µm. The first global-routing pass estimated roughly 4400 µm of wire. The maximum number of pins on one net before global-route repair stands at 23. The yosys cell count stands at about 110. The flow reports that combinational logic draws between 50 and 60% of the design power. Per the TritonCTS log, the buffer count is 3. For this run, design rule violations remaining after detail routing come to 0. TritonCTS built the clock tree.

VDD sags by at most 0.569 mV. The root buffer cell chosen for the clock tree is sky130_fd_sc_hd__clkbuf_8. The boundary pin count stands at 20. The static power due to leakage stands at 0.683 nW. The post-layout total power stands at 0.00224 W. The pre-CTS setup slack stands at -505 ps. Per the post-synthesis report, the number of cells in the design is 108.

The post-route utilization of the core is recorded as 27.0%. After detailed routing, the met3 layer carries 131 µm of wire. Per the final timing report, the hold violations number 0.

The worst-skew pair later-pin latency stands at roughly 260 ps. In this run switching power makes up 34.2% of total power. The net load switching power stands at 0.000765 W. The script logs the mean routed wire length per placed instance as 12.1 µm. Post-synth the commonest register cell is sky130_fd_sc_hd__dfrtp_1.

After floorplanning, the core was sized to cover 5920 µm². The final report lists the setup-violating endpoint count as 0. The Yosys warning count stands at 1.

The internal power of the cells stands at 0.00147 W. The layout summary lists the proportion of cells stronger than drive strength 1 as roughly a quarter. The number of placement rows stands at 28. Across the run, the number of max-cap violations was 0. The starting density of the core stands at 19.7%. The total wirelength of the detailed-routed design stands at approximately 2600 µm.

Per the detail_route log, met2 wirelength is 998 µm. The worst path meets setup with between 70 and 80 ps of slack. The critical path endpoint has a required time of between 2000 and 2500 ps. The max-slew violation total from the final report stands at 0.

In this run the power density over the cells is 1400 nW/µm². The slew at the pin closest to its max-slew limit stands at 376 ps. Counting along the longest clock path gives a buffer depth of 2. Detailed placement reports a standard cell area of between 1500 and 2000 µm².

The path class of the tightest hold or removal check is flop to flop. The initial antenna violation count stands at 0. The die boundary height stands at 98 µm.

In the setup report, the worst path falls into the class flop to flop. The clock network burns 13.8% of the power. The number of logged tool warnings stands at 26. The detailed router placed 874 vias in this run.

Per the post-CTS timing run, clock transition at the registers of the reported paths is 80 ps. The period utilization stands at approximately 96%. Per STA, the worst path is made up of inv_2 > ha_4 > mux2i_2 > ha_1 > nor2b_2 > o21a_1 > o21ba_4 > a221o_1.
final cells by class:
| class | count | area [µm²] | share of cell area (%) |
|---|---|---|---|
| Clock buffer | 4 | 55.1 | 3.44 |
| Inverter | 10 | 37.5 | 2.35 |
| Multi-Input combinational cell | 72 | 576 | 36.0 |
| Sequential cell | 22 | 552 | 34.5 |
| Tap cell | 75 | 93.8 | 5.87 |
| Timing Repair Buffer | 33 | 285 | 17.8 |
worst register-to-register path, stage by stage (launching register included):
cell	delay, ps
sky130_fd_sc_hd__dfrtp_1	390
sky130_fd_sc_hd__inv_2	70
sky130_fd_sc_hd__ha_4	140
sky130_fd_sc_hd__mux2i_2	230
sky130_fd_sc_hd__ha_1	250
sky130_fd_sc_hd__nor2b_2	140
sky130_fd_sc_hd__o21a_1	190
sky130_fd_sc_hd__o21ba_4	190
sky130_fd_sc_hd__a221o_1	310
path summary, 6_finish.rpt:
path / start / end / slack [ps] / cells past startpoint
setup / recovery: booth[0] / booth[7] / 70 / 8
hold / removal: count[1] / count[1] / 490 / 2
setup reg to reg: booth[0] / booth[7] / 70 / 8
hold reg to reg: count[1] / count[1] / 490 / 2
max in group asynchronous: reset / state[0] / 1320 / 2
min in group asynchronous: reset / P[2] / 500 / 2
per-stage QoR:
stage / hold WS, ps / std cells
finish: 488 / 216
global route: 517 / 216
CTS: 494 / 215
detailed placement: 475 / 210
global placement: 462 / 210
floorplan: 124 / 108
power by group through the flow:
stage	clock (W)	combinational (W)	sequential [W]
final	0.000310	0.00113	0.000797
after global routing	0.000339	0.00126	0.000835
after CTS	0.000313	0.00108	0.000795
layer usage:
layer  up-vias  GRT usage [%]
li1        451              -
met1       403           8.85
met2        18           6.60
met3         2           1.64
met4         0          0.112
met5         -              0
sequential cells by signal, summed over array words and instances, names as in the netlist:
register,flops
count,3
booth,8
P,7
state,3
ready,1
Yosys cell counts, types with 2 or more instances:
master,n,area [µm²]
sky130_fd_sc_hd__o21ai_0,8,40.0
sky130_fd_sc_hd__nor2b_1,2,12.5
sky130_fd_sc_hd__nor2_1,3,11.3
sky130_fd_sc_hd__dfrtp_1,21,526
sky130_fd_sc_hd__ha_1,7,87.6
sky130_fd_sc_hd__mux2i_1,2,20.0
sky130_fd_sc_hd__a21o_1,2,15.0
sky130_fd_sc_hd__nand2_1,7,26.3
sky130_fd_sc_hd__nand3_1,2,10.0
sky130_fd_sc_hd__o22ai_1,8,50.1
sky130_fd_sc_hd__a21oi_1,5,25.0
sky130_fd_sc_hd__mux2_2,7,78.8
sky130_fd_sc_hd__xnor2_1,2,17.5
sky130_fd_sc_hd__inv_1,10,37.5
timing repair:
item                                    in CTS  in global routing
pin swaps                                    2                  4
setup buffers                                1                  1
endpoints found under the setup margin       2                  2
resized                                      2                 10
kinds of logic after synthesis:
family                     after synthesis  share of synthesized area, %
adders and majority gates                8                          9.22
buffers and inverters                   14                          5.57
muxes                                    9                          8.47
and+or+nand+nor                         20                          9.00
xor gates and xnor gates                 3                          2.25
DFF                                     22                          47.3
AOI/OAI and AO/OA                       32                          18.2
layout by cell type, fill, tap and decap left out, types with 2 or more instances in the layout:
master / n
sky130_fd_sc_hd__mux2_2: 7
sky130_fd_sc_hd__a21oi_1: 5
sky130_fd_sc_hd__clkbuf_8: 4
sky130_fd_sc_hd__nor2_1: 3
sky130_fd_sc_hd__o22ai_1: 8
sky130_fd_sc_hd__nand2_1: 7
sky130_fd_sc_hd__inv_1: 9
sky130_fd_sc_hd__clkdlybuf4s50_1: 17
sky130_fd_sc_hd__nand3_1: 2
sky130_fd_sc_hd__clkbuf_2: 2
sky130_fd_sc_hd__o21ai_0: 8
sky130_fd_sc_hd__xnor2_1: 2
sky130_fd_sc_hd__ha_1: 6
sky130_fd_sc_hd__a21o_1: 2
sky130_fd_sc_hd__buf_4: 14
sky130_fd_sc_hd__dfrtp_1: 21
No activity file was given, so power comes from the tool's default toggle rates.
